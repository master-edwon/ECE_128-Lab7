==> /design/flow/design.v <==
`timescale 1ns / 1ps
module Switch_Debouncer(
    input raw,
    input clk,
    output reg clean
    );
    reg [2:0] counter;
    wire TC;
    always @ (posedge clk)
    begin
        if(~raw)
            counter <= 3'b000;
        else
            #10 counter <= counter + 3'b001;
    end
    assign TC = (counter == 3'b111);
    always @ (posedge clk) 
    begin
        if(~raw)
            clean <= 1'b0;
        else if(TC)
            clean <= 1'b1;
    end
endmodule
==> /design/flow/run.sh <==
#!/bin/bash
# OpenROAD 26Q1-2900-gdf79404cd8, Yosys 0.63+post, stock flow scripts
make -C /OpenROAD-flow-scripts/flow DESIGN_CONFIG=/design/flow/config.mk WORK_HOME=/design/flow/orfs finish
==> /design/flow/config.mk <==
export PLATFORM = sky130hd
export DESIGN_NAME = Switch_Debouncer
export DESIGN_NICKNAME = Switch_Debouncer
export VERILOG_FILES = /design/flow/design.v
export SDC_FILE = /design/flow/constraint.sdc
export NUM_CORES = 4
export LEC_CHECK = 1
export CORE_AREA = 10 10 70 70
export DIE_AREA = 0 0 80 80
==> /design/flow/constraint.sdc <==
current_design Switch_Debouncer

set clk_period 1.1
set clk_io_pct 0.2

create_clock -name clk0 -period $clk_period [get_ports {clk}]

set non_clock_inputs [all_inputs -no_clocks]
set_input_delay [expr $clk_period * $clk_io_pct] -clock clk0 $non_clock_inputs
set_output_delay [expr $clk_period * $clk_io_pct] -clock clk0 [all_outputs]
==> flow report <==
===============================================================================
Critical Path Fanout Max                                                      2
Master cell of the clock root buffer                               sky130_fd_sc_hd__clkbuf_4
Vias in the first global route                                               88
Initial antenna violation count                                               0
Final cell utilization of the core                                       0.0685
Drt initial violations                                                       10
Worst max-slew margin expressed relative to the limit                     0.915
Setup TNS                                                                  0 ps
Cell depth of the worst min-delay path                                        1
Actual transition at the worst max-transition pin                        127 ps
Total length of routed wires                                             243 um
Standard-cell row count                                                      21
Source of the worst hold timing path                                 counter[0]
Leakage power summed over all cells                                0.0000911 uW
Kind of end point of the critical path                                flip-flop
Cell total after placement                                                   58
Setup slack, reg-to-reg                                                   80 ps
Routability congestion estimate                                           0.605
Die extent in y                                                           80 um
Number of buffers created by CTS                                              3
Hold-critical path endpoint                                          counter[0]
Number of cells produced by synthesis                                        10
Status                                                                completed
Final Hold Viols                                                              0
Clk slew on worst S/H paths                                               40 ps
Post-Place Setup Slack                                                  75.7 ps
Average vias per placed instance                                           1.34
Post-DRT Antenna Nets                                                         0
Number of warnings issued by yosys                                            1
Layout area overhead                                                      74.8%
Count of instantiated cells in the yosys netlist                             10
Detailed-routing iteration count for the pre-antenna-repair pass              2
Area reported by Yosys stat                                             134 um2
Commonest register cell after synthesis                            sky130_fd_sc_hd__dfxtp_1
Synth top cells by count                                           sky130_fd_sc_hd__dfxtp_1, sky130_fd_sc_hd__and2_1, sky130_fd_sc_hd__ha_1, sky130_fd_sc_hd__nor2b_2, sky130_fd_sc_hd__o21a_1
Final Worst Setup Slack                                                 81.3 ps
Horizontal die dimension                                                  80 um
Global-route wire length before repair                                   393 um
WS Path Type                                                         reg -> reg
Non-filler instance count after layout                                       61
Distinct lib cells used                                                       5
Worst setup skew after layout                                           3.24 ps
Achievable Freq                                                       0.982 GHz
Via count                                                                    82
Sink count of the clock tree                                                  4
Post-CTS Hold Fix Bufs                                                        0
# H-tree levels                                                               1
Final routed wire length divided by cell count                          3.98 um
Clock insertion delay at the later pin of the skew report                230 ps
Cell type with the largest total area after synthesis              sky130_fd_sc_hd__dfxtp_1
Number of filler cells placed in the layout                                 405
Post-synthesis register bit count                                             4
Proportion of netlist area held by the largest area contributor           0.598
Seq. cell area                                                         81.3 um2
Area used by multi-input combinational logic                           53.8 um2
Layout cell share with drive strength beyond 1                            0.333
Average footprint of a synthesized cell                                13.4 um2
Async S/R FF share, synth                                                     0
Number of antenna repair diodes                                               0
Flip-flops with a built-in enable                                             0
Port Buffers                                                                  2
Fin. max-slew vios                                                            0
Placeable Area                                                         3420 um2
Effective utilization at floorplan                                       0.0392
CP startpoint kind                                                    flip-flop
Worst min path class                                                 reg -> reg
DRC viols                                                                     0
Chip area                                                              6400 um2
Capture instance of the worst register-to-register path              counter[2]
Post-route fraction of the period consumed by the critical path           0.926
Most common cell in the synthesized netlist                        sky130_fd_sc_hd__dfxtp_1
Combined area of all synthesized cells                                  134 um2
Max-capacitance violation count                                               0
Worst endpoint data arrival time                                        1150 ps
Number of OpenROAD warnings                                                  25
Register-to-Register Path Depth                                               3
WP data required                                                        1230 ps
R2R Path Start                                                       counter[0]
Tmin final                                                              1020 ps
Main area contributors                                             sky130_fd_sc_hd__dfxtp_1, sky130_fd_sc_hd__ha_1, sky130_fd_sc_hd__and2_1
Top-Level Pins                                                                3
TritonCTS clock tree                                                       done
Maximum buffer depth of the clock tree                                        2
Unrepaired setup endpoints after global routing                           false
Total power divided by cell area                                    1520 nW/um2
Endpoints failing setup                                                       0
Portion of the post-synthesis area used by sequential elements            0.598
Overflow left after global routing                                            0
Setup Fix Bufs, Post-CTS                                                      0
Maximum number of pins on one net before global-route repair                  5
Aggregate global-route resource usage                                   0.00973
Total power of the final layout                                          357 uW
Worst-case vdd ir drop                                                 0.328 mV
===============================================================================
==> power breakdown <==
group | leakage [uW] | switching [uW] | internal, uW
Clock | 0.0000138 | 58.8 | 122
Combinational | 0.0000439 | 5.98 | 10.9
Sequential | 0.0000334 | 3.72 | 155
==> per-stage QoR <==
step | hold slack, ps | instance area (um2)
CTS | 432 | 234
detailed placement | 425 | 211
global placement | 420 | 211
finish | 429 | 234
global route | 459 | 234
floorplan | 337 | 134
==> cell usage in the layout, fill, tap and decap left out <==
| cell | synthesis | layout |
|---|---|---|
| sky130_fd_sc_hd__and2_1 | 2 | 2 |
| sky130_fd_sc_hd__clkbuf_4 | 0 | 3 |
| sky130_fd_sc_hd__clkdlybuf4s50_1 | 0 | 1 |
| sky130_fd_sc_hd__dfxtp_1 | 4 | 3 |
| sky130_fd_sc_hd__dfxtp_2 | 0 | 1 |
| sky130_fd_sc_hd__dlygate4sd2_1 | 0 | 1 |
| sky130_fd_sc_hd__ha_1 | 2 | 2 |
| sky130_fd_sc_hd__nor2b_2 | 1 | 1 |
| sky130_fd_sc_hd__o21a_1 | 1 | 1 |
==> sequential cells by signal, summed over array words and instances (netlist names) <==
signal	count
clean	1
counter	3
==> worst max-delay path by stage <==
stage,startpoint,end,slack [ps]
final,counter[0],counter[2],80
after CTS,counter[0],counter[2],70
after global routing,counter[0],counter[2],40
==> layer usage <==
metal	routed length, um	GRT usage	vias up	share of wire
met5	0	0	-	0
met4	0	0.00352	0	0
met3	82	0.0227	0	0.34
met2	55	0.00482	6	0.23
met1	105	0.00931	32	0.43
li1	-	-	44	-
==> area by class of cell <==
class,instances,share of cell area
Tap cell,46,0.246
Timing Repair Buffer,2,0.0802
Sequential cell,4,0.348
Multi-Input combinational cell,6,0.230
Clock buffer,3,0.0963
==> cell families after synthesis <==
kind of cell	count (synthesis)	synth area share
fa+ha+maj	2	0.187
compound gates	1	0.0561
simple gates	3	0.159
flops	4	0.598
==> worst max-delay path, cell delays in order, from the launching register on <==
cell	delay, ps
sky130_fd_sc_hd__dfxtp_1	310
sky130_fd_sc_hd__ha_1	200
sky130_fd_sc_hd__ha_1	260
sky130_fd_sc_hd__and2_1	150
==> what timing repair did <==
| item | in CTS | in global routing |
|---|---|---|
| gates resized | 2 | 0 |
| hold endpoints to repair | 0 | 0 |
| endpoints found under the setup margin | 1 | 0 |
Power is estimated from default activity; no workload was simulated.
